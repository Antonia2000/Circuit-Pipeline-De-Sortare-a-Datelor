<file path="design.v">
module sort_pipe #(
parameter DATA_WIDTH='d8
)(
input 				          clk,
input 				          rst_n,
input 					      client_val,
input [(8*DATA_WIDTH)-1:0]    client_data,
output reg                    client_rdy,
input 				          sort_rdy,
output reg                    sort_val,
output reg [8*DATA_WIDTH-1:0]   sort_data
);
reg [DATA_WIDTH-1 : 0] D0;
reg [DATA_WIDTH-1 : 0] D1;
reg [DATA_WIDTH-1 : 0] D2;
reg [DATA_WIDTH-1 : 0] D3;
reg [DATA_WIDTH-1 : 0] D4;
reg [DATA_WIDTH-1 : 0] D5;
reg [DATA_WIDTH-1 : 0] D6;
reg [DATA_WIDTH-1 : 0] D7;
reg [DATA_WIDTH-1:0] P0_C0_MAX;
reg [DATA_WIDTH-1:0] P0_C0_MIN;
reg [DATA_WIDTH-1:0] P0_C1_MIN;
reg [DATA_WIDTH-1:0] P0_C1_MAX;
reg [DATA_WIDTH-1:0] P0_C2_MAX;
reg [DATA_WIDTH-1:0] P0_C2_MIN;
reg [DATA_WIDTH-1:0] P0_C3_MIN;
reg [DATA_WIDTH-1:0] P0_C3_MAX;
reg [DATA_WIDTH-1:0] P1_C0_MAX;
reg [DATA_WIDTH-1:0] P1_C0_MIN;
reg [DATA_WIDTH-1:0] P1_C1_MIN;
reg [DATA_WIDTH-1:0] P1_C1_MAX;
reg [DATA_WIDTH-1:0] P1_C2_MAX;
reg [DATA_WIDTH-1:0] P1_C2_MIN;
reg [DATA_WIDTH-1:0] P1_C3_MIN;
reg [DATA_WIDTH-1:0] P1_C3_MAX;
reg [DATA_WIDTH-1:0] P2_C0_MIN;
reg [DATA_WIDTH-1:0] P2_C0_MAX;
reg [DATA_WIDTH-1:0] P2_C1_MIN;
reg [DATA_WIDTH-1:0] P2_C1_MAX;
reg [DATA_WIDTH-1:0] P3_C0_MIN;
reg [DATA_WIDTH-1:0] P3_C0_MAX;
reg [DATA_WIDTH-1:0] P3_C1_MIN;
reg [DATA_WIDTH-1:0] P3_C1_MAX;
reg [DATA_WIDTH-1:0] P3_C2_MIN;
reg [DATA_WIDTH-1:0] P3_C2_MAX;
reg [DATA_WIDTH-1:0] P3_C3_MIN;
reg [DATA_WIDTH-1:0] P3_C3_MAX;
reg [DATA_WIDTH-1:0] P4_C0_MIN;
reg [DATA_WIDTH-1:0] P4_C0_MAX;
reg [DATA_WIDTH-1:0] P4_C1_MAX;
reg [DATA_WIDTH-1:0] P4_C1_MIN;
reg [DATA_WIDTH-1:0] P4_C2_MIN;
reg [DATA_WIDTH-1:0] P4_C2_MAX;
reg [DATA_WIDTH-1:0] P4_C3_MAX;
reg [DATA_WIDTH-1:0] P4_C3_MIN;
reg [DATA_WIDTH-1:0] P5_C0_MIN;
reg [DATA_WIDTH-1:0] P5_C0_MAX;
reg [DATA_WIDTH-1:0] P5_C1_MAX;
reg [DATA_WIDTH-1:0] P5_C1_MIN;
reg [DATA_WIDTH-1:0] P5_C2_MIN;
reg [DATA_WIDTH-1:0] P5_C2_MAX;
reg [DATA_WIDTH-1:0] P5_C3_MAX;
reg [DATA_WIDTH-1:0] P5_C3_MIN;
always @(posedge clk or negedge rst_n) begin
if(~rst_n) D0 <= 'b0;
else if(sort_rdy) D0 <= client_data[DATA_WIDTH-1 : 0];
end
always @(posedge clk or negedge rst_n) begin
if(~rst_n) D1 <= 'b0;
else if(sort_rdy) D1 <=client_data[(2*DATA_WIDTH)-1 : DATA_WIDTH]; 
end
always @(posedge clk or negedge rst_n) begin
if(~rst_n) D2 <= 'b0;
else if(sort_rdy) D2 <=client_data[(3*DATA_WIDTH)-1 :(2*DATA_WIDTH)];
end 
always @(posedge clk or negedge rst_n) begin
if(~rst_n) D3 <= 'b0;
else if(sort_rdy) D3 <=client_data[(4*DATA_WIDTH)-1 :(3*DATA_WIDTH)];
end 
always @(posedge clk or negedge rst_n) begin
if(~rst_n) D4 <= 'b0;
else if(sort_rdy) D4 <=client_data[(5*DATA_WIDTH)-1 :(4*DATA_WIDTH)];
end 
always @(posedge clk or negedge rst_n) begin
if(~rst_n) D5 <= 'b0;
else if(sort_rdy) D5 <=client_data[(6*DATA_WIDTH)-1 :(5*DATA_WIDTH)];
end 
always @(posedge clk or negedge rst_n) begin
if(~rst_n) D6 <= 'b0;
else if(sort_rdy) D6 <=client_data[(7*DATA_WIDTH)-1 :(6*DATA_WIDTH)];
end 
always @(posedge clk or negedge rst_n) begin
if(~rst_n) D7 <= 'b0;
else if(sort_rdy) D7 <=client_data[(8*DATA_WIDTH)-1 :(7*DATA_WIDTH)]; 
end 
always @(posedge clk or negedge rst_n) begin
	if(~rst_n) P0_C0_MIN <= 'b0;
	else if (D0 < D1) begin
		P0_C0_MIN <= D0;
	end
	else P0_C0_MIN <= D1;
end
always @(posedge clk or negedge rst_n) begin
	if(~rst_n) P0_C0_MAX <= 'b0;
	else if (D0 > D1) begin
		P0_C0_MAX <= D0;
	end
	else P0_C0_MAX <= D1;
end
always @(posedge clk or negedge rst_n) begin
	if(~rst_n) P0_C1_MIN <= 'b0;
	else if (D2 < D3) begin
		P0_C1_MIN <= D2;
	end
	else P0_C1_MIN <= D3;
end
always @(posedge clk or negedge rst_n) begin
	if(~rst_n) P0_C1_MAX <= 'b0;
	else if (D2 > D3) begin
		P0_C1_MAX <= D2;
	end
	else P0_C1_MAX <= D3;
end
always @(posedge clk or negedge rst_n) begin
	if(~rst_n) P0_C2_MIN <= 'b0;
	else if (D4 < D5) begin
		P0_C2_MIN <= D4;
	end
	else P0_C2_MIN <= D5;
end
always @(posedge clk or negedge rst_n) begin
	if(~rst_n) P0_C2_MAX <= 'b0;
	else if (D4 > D5) begin
		P0_C2_MAX <= D4;
	end
	else P0_C2_MAX <= D5;
end
always @(posedge clk or negedge rst_n) begin
	if(~rst_n) P0_C3_MIN <= 'b0;
	else if (D6 < D7) begin
		P0_C3_MIN <= D6;
	end
	else P0_C3_MIN <= D7;
end
always @(posedge clk or negedge rst_n) begin
	if(~rst_n) P0_C3_MAX <= 'b0;
	else if (D6 > D7) begin
		P0_C3_MAX <= D6;
	end
	else P0_C3_MAX <= D7;
end
always @(posedge clk or negedge rst_n) begin
if(~rst_n) P1_C0_MIN <= 'b0;
	else if (P0_C0_MIN < P0_C1_MIN) begin
		P1_C0_MIN <=P0_C0_MIN;
	end
	else P1_C0_MIN <= P0_C1_MIN;
end
always @(posedge clk or negedge rst_n) begin
if(~rst_n) P1_C0_MAX <= 'b0;
	else if (P0_C0_MIN >P0_C1_MIN) begin
		P1_C0_MAX <=P0_C0_MIN;
	end
	else P1_C0_MAX <= P0_C1_MIN;
end
always @(posedge clk or negedge rst_n) begin
if(~rst_n) P1_C1_MIN <= 'b0;
	else if (P0_C0_MAX < P0_C1_MAX) begin
		P1_C1_MIN <=P0_C0_MAX;
	end
	else P1_C1_MIN <= P0_C1_MAX;
end
always @(posedge clk or negedge rst_n) begin
if(~rst_n) P1_C1_MAX <= 'b0;
	else if (P0_C0_MAX >P0_C1_MAX) begin
		P1_C1_MAX <=P0_C0_MAX;
	end
	else P1_C1_MAX <= P0_C1_MAX;
end
always @(posedge clk or negedge rst_n) begin
if(~rst_n) P1_C2_MIN <= 'b0;
	else if (P0_C2_MIN < P0_C3_MIN) begin
		P1_C2_MIN <=P0_C2_MIN;
	end
	else P1_C2_MIN <= P0_C3_MIN;
end
always @(posedge clk or negedge rst_n) begin
if(~rst_n) P1_C2_MAX <= 'b0;
	else if (P0_C2_MIN >P0_C3_MIN) begin
		P1_C2_MAX <=P0_C2_MIN;
end
	else P1_C2_MAX <= P0_C3_MIN;
end
always @(posedge clk or negedge rst_n) begin
if(~rst_n) P1_C3_MIN <= 'b0;
	else if (P0_C2_MAX < P0_C3_MAX) begin
		P1_C3_MIN <=P0_C2_MAX;
	end
	else P1_C3_MIN <= P0_C3_MAX;
end
always @(posedge clk or negedge rst_n) begin
if(~rst_n) P1_C3_MAX <= 'b0;
	else if (P0_C2_MAX >P0_C3_MAX) begin
		P1_C3_MAX <=P0_C2_MAX;
	end
	else P1_C3_MAX <= P0_C3_MAX;
end
always @(posedge clk or negedge rst_n) begin
if(~rst_n) P2_C0_MIN <= 'b0;
else if(P1_C0_MAX<P1_C1_MIN)begin
       P2_C0_MIN<=P1_C0_MAX;
end
	 else P2_C0_MIN<=P1_C1_MIN;
	end
always @(posedge clk or negedge rst_n) begin  
if(~rst_n) P2_C0_MAX <= 'b0;
else if(P1_C0_MAX>P1_C1_MIN) begin
     P2_C0_MAX<=P1_C0_MAX;
	 end
	 else P2_C0_MAX<=P1_C1_MIN;
	 end
always @(posedge clk or negedge rst_n) begin
if(~rst_n) P2_C1_MIN <= 'b0;
else if(P1_C2_MAX<P1_C3_MIN)begin
     P2_C1_MIN<=P1_C2_MAX;
	 end
	 else P2_C1_MIN<=P1_C3_MIN;
	 end
always @(posedge clk or negedge rst_n) begin  
if(~rst_n) P2_C1_MAX <= 'b0;
else if(P1_C2_MAX>P1_C3_MIN)begin
     P2_C1_MAX<=P1_C2_MAX;
	 end
	 else P2_C1_MAX<=P1_C3_MIN;
	 end
always @(posedge clk or negedge rst_n) begin
if(~rst_n) P3_C0_MIN <= 'b0;
else if(P1_C0_MIN<P1_C2_MIN)begin
     P3_C0_MIN<=P1_C0_MIN;
	 end
	 else P3_C0_MIN<=P1_C2_MIN;
end
always @(posedge clk or negedge rst_n) begin
if(~rst_n) P3_C2_MIN <= 'b0;
else if(P1_C0_MIN<P1_C2_MIN)begin
     P3_C2_MIN<=P1_C2_MIN;
	 end
	 else P3_C2_MIN<=P1_C0_MIN;
end
always @(posedge clk or negedge rst_n) begin
if(~rst_n) P3_C0_MAX <= 'b0;
else if(P2_C0_MIN<P2_C1_MIN)begin
     P3_C0_MAX<=P2_C0_MIN;
	 end
	 else P3_C0_MAX<=P2_C1_MIN;
	 end
always @(posedge clk or negedge rst_n) begin
if(~rst_n) P3_C2_MAX <= 'b0;
else if(P2_C0_MIN<P2_C1_MIN)begin
     P3_C2_MAX<=P2_C1_MIN;
	 end
	 else P3_C2_MAX<=P2_C0_MIN;
 end
 always @(posedge clk or negedge rst_n) begin
 if(~rst_n)P3_C1_MIN<='b0;
 else if(P2_C0_MAX<P2_C1_MAX)begin
  P3_C1_MIN<=P2_C0_MAX;
  end
  else P3_C1_MIN<=P2_C1_MAX;
  end
   always @(posedge clk or negedge rst_n) begin
 if(~rst_n)P3_C3_MIN<='b0;
 else if(P2_C0_MAX<P2_C1_MAX)begin
  P3_C3_MIN<=P2_C1_MAX;
  end
  else P3_C3_MIN<=P2_C0_MAX;
  end
  always @(posedge clk or negedge rst_n) begin
 if(~rst_n)P3_C1_MAX<='b0;
 else if(P1_C1_MAX<P1_C3_MAX)begin
  P3_C1_MAX<=P1_C1_MAX;
  end
  else P3_C1_MAX<=P1_C3_MAX;
  end
   always @(posedge clk or negedge rst_n) begin
 if(~rst_n)P3_C3_MAX<='b0;
 else if(P1_C1_MAX<P1_C3_MAX)begin
  P3_C3_MAX<=P1_C3_MAX;
  end
  else P3_C3_MAX<=P1_C1_MAX;
  end
always @(posedge clk or negedge rst_n) begin
  if(~rst_n)P4_C1_MIN<='b0;
  else if(P3_C1_MIN>P3_C2_MIN)begin
  P4_C1_MIN<=P3_C2_MIN;
  end
  else P4_C1_MIN <=P3_C1_MIN;
  end
always @(posedge clk or negedge rst_n) begin
  if(~rst_n)P4_C2_MIN<='b0;
  else if(P3_C1_MIN>P3_C2_MIN)begin
  P4_C2_MIN<=P3_C1_MIN;
  end
  else P4_C2_MIN <=P3_C2_MIN;
  end 
always @(posedge clk or negedge rst_n) begin
   if(~rst_n) P4_C1_MAX<='b0;
   else if(P3_C1_MAX<P3_C2_MAX)begin
   P4_C1_MAX<=P3_C1_MAX;
   end
   else  P4_C1_MAX<=P3_C2_MAX;
   end
always @(posedge clk or negedge rst_n) begin
   if(~rst_n)P4_C2_MAX<='b0;
   else if(P3_C1_MAX<P3_C2_MAX)begin
   P4_C2_MAX<=P3_C2_MAX;
   end
   else P4_C2_MAX<=P3_C1_MAX;
   end
always @(posedge clk or negedge rst_n) begin
   if(~rst_n)P5_C0_MAX<='b0;
   else if(P3_C0_MAX>P4_C1_MIN)begin
   P5_C0_MAX<=P4_C1_MIN;
   end
   else P5_C0_MAX<=P3_C0_MAX;
   end
always @(posedge clk or negedge rst_n) begin
   if(~rst_n)P5_C1_MIN<='b0;
   else if(P3_C0_MAX>P4_C1_MIN)begin
   P5_C1_MIN<=P3_C0_MAX;
   end
   else  P5_C1_MIN<=P4_C1_MIN;
end
always @(posedge clk or negedge rst_n) begin
   if(~rst_n)P5_C1_MAX<='b0;
   else if(P4_C1_MAX>P4_C2_MIN)begin
   P5_C1_MAX<=P4_C2_MIN;
   end
   else  P5_C1_MAX<=P4_C1_MAX;
end
always @(posedge clk or negedge rst_n) begin
   if(~rst_n)P5_C2_MIN<='b0;
   else if(P4_C1_MAX>P4_C2_MIN)begin
   P5_C2_MIN<=P4_C1_MAX;
   end
   else P5_C2_MIN<=P4_C2_MIN;
   end
always @(posedge clk or negedge rst_n) begin
   if(~rst_n)P5_C2_MAX<='b0;
   else if(P4_C2_MAX>P3_C3_MIN)begin
   	P5_C2_MAX<=P3_C3_MIN;
   end
   else  P5_C2_MAX<=P4_C2_MAX;
end
always @(posedge clk or negedge rst_n) begin
   if(~rst_n)P5_C3_MIN<='b0;
   else if(P4_C2_MAX>P3_C3_MIN)begin
   P5_C3_MIN<=P4_C2_MAX;
   end
   else P5_C3_MIN<=P3_C3_MIN;
   end
 always @(posedge clk or negedge rst_n) begin
	 if(~rst_n)sort_data<=64'b0;
	 else
     sort_data={P3_C0_MIN,P5_C0_MAX,P5_C1_MIN,P5_C1_MAX,P5_C2_MIN,P5_C2_MAX,P5_C3_MIN,P3_C3_MAX};
	 end
   endmodule
</file>
<file path="run.sh">
#!/bin/bash
# OpenROAD 26Q1-2900-gdf79404cd8, Yosys 0.63+post, stock flow scripts
make -C /OpenROAD-flow-scripts/flow DESIGN_CONFIG=/design/flow/config.mk WORK_HOME=/design/flow/orfs finish
</file>
<file path="config.mk">
export PLATFORM = sky130hd
export DESIGN_NAME = sort_pipe
export DESIGN_NICKNAME = sort_pipe
export VERILOG_FILES = /design/flow/design.v
export SDC_FILE = /design/flow/constraint.sdc
export NUM_CORES = 4
export LEC_CHECK = 1
export CORE_UTILIZATION = 40
</file>
<file path="constraint.sdc">
current_design sort_pipe

set clk_period 3.8
set clk_io_pct 0.2

create_clock -name clk0 -period $clk_period [get_ports {clk}]

set non_clock_inputs [all_inputs -no_clocks]
set_input_delay [expr $clk_period * $clk_io_pct] -clock clk0 $non_clock_inputs
set_output_delay [expr $clk_period * $clk_io_pct] -clock clk0 [all_outputs]
</file>
==> job_summary.md <==
### Flow metrics

| Metric | Value |
|---|---|
| Status | completed |
| Top Family by Delay on Critical Path | AND-OR/OR-AND gates |
| Slew HR | 46.5% |
| Worst-Margin Slew | approximately 0.8 ns |
| Total Routing Usage GR | 15.7% |
| Vias in the first global route | ~11,000 |
| Final core occ | 48.1% |
| DRT iter0 DRCs | 379 |
| Layout cells sized above 1 | 29.8% |
| Final setup vio count | 0 |
| Sw frac | between 30% and 40% |
| RSZ-0062 raised after global routing | no |
| Num CTS Buffers | ~46 |
| Avg Synthesized Cell Area | 14.2 sq um |
| Initial antenna violation count | 1 |
| Final Non-Filler Cells | 2,174 |
| Largest net degree at the start of global routing | 143 |
| Critical path, cell by cell | inv_1 > ha_1 > nor2b_1 > o21ai_0 > a21boi_1 > o31ai_4 > mux2_2 |
| Detailed Routing Iterations Pass 1 | 21 |
| HP Class | input port to async pin |
| Vias | about 11,000 |
| Flop pwr share | 37.2% |
| YS warnings | 3 |
| Worst-path clk slew | around 0.06 ns |
| IO Count | 134 |
| Dpl ws | 1.44 ns |
| Die area | 49,100 sq um |
| Worst-path fanout max | 16 |
| Min Tclk post-route | ~2.4 ns |
| Clock Path Buffers | 3 |
| Share of the clock period used by the worst path | around 62% |
| Slowest cell on the critical path | o31ai_4 |
| Final Power | 21.2 mW |
| Core box area | 47,600 sq um |
| Routability cong. | 0.892 |
| FF-to-FF End | P4_C2_MIN[7]$_DFF_PN0_ |
| Final Max Tran Viols | 0 |
| Setup ws final | 1.43 ns |
| First-pass GRT wire length | 58,500 um |
| Seq. cell area | about 11,000 sq um |
| CTS sink cnt | 432 |
| OpenROAD warning count | 28 |
| Clock latency (worst-skew pair) | between 0.5 and 0.6 ns |
| DRT antenna net count | 0 |
| Worst R2R Path Depth | 7 |
| Largest stage delay on the critical path | 0.66 ns |
| CTS resizes | 0 |
| Die Height | 222 um |
| CTS Hold Buffers Added | 0 |
| FF-to-FF Start | P3_C2_MIN[1]$_DFF_PN0_ |
| Detail Placement HPWL | approximately 26,000 um |
| P per Cell Area | 925 nW/um^2 |
| DP Area | between 20,000 and 25,000 sq um |
| Setup crit start kind | register |
| Bufs and invs on worst path | 1 |
| Inst Count DP | about 2,100 |
| Crit path DAT | 2.81 ns |
| Core Util at FP | 40.5% |
| Setup bufs post-CTS | 0 |
| DRC | 0 |
| Max reg flops | 64 |
| IO buf count | 130 |
| Gr ovfl total | 0 |
| Row cnt | roughly 80 |
| Logic area | 7770 sq um |
| Yosys cell types | 34 |
| Post-Syn Area | 19,300 sq um |
| Synth Instances | 1,356 |
| Fillers | 4,121 |
| Leak | 10.5 nW |
| Final wirelength | 35,600 um |
| Crit. End Element | register |
| Max-cap violations | 0 |
| WS Path Type | register to register |
| Flops & latches, synth | roughly 430 |
| Root buffer cell | clkbuf_16 |
| Skew final | 0.0118 ns |
| Setup TNS | 0 ns |
| Seq/Total Area, Yosys | roughly 56% |
| Flop2flop setup slack | approximately 1.4 ns |
| Via density | 4.85 |
| Ys cells | 1,356 |
| Met2 GRT Util | about a quarter |
| CTS H-tree lvls | 2 |
| Yosys stat chip area | 19,300 sq um |
| Design area | 22,900 sq um |
| Grt peak-use layer | met2 |
| Worst vdd ir | between 0.4 and 0.5 mV |
| TritonCTS clock tree | built |
| Grt met3 use | 2.61% |
| Routed WL per cell | between 15 and 20 um |
| NetSw | 6.67 mW |
| Comb power frac | about two fifths |
| Chip width | 222 um |
| Minimum hold slack | 0.138 ns |
| Clock share of power | 21.5% |
| # diodes | 0 |
| Worst EP required | 4.24 ns |
| FMAX | 423 MHz |
| Top reg by flops | sort_data |
| Endpoints failing hold | 0 |
| Internal power | between 10 and 15 mW |
| Area delta synth->final | 18.7% |
| Met1 Use GR | 23.7% |
-- final cells by class --
cell class / instances / area share, %
clock buffer: 66 / 6.03
clock inverter: 17 / 0.858
inverter: 147 / 2.41
multi-input combinational: 756 / 33.9
sequential: 432 / 47.2
tap: 615 / 3.36
timing repair buffer: 141 / 6.21
-- worst register-to-register path: stages (launching register included) --
cell and delay (ns):
dfrtp_1 0.41, inv_1 0.06, ha_1 0.28, nor2b_1 0.13
o21ai_0 0.15, a21boi_1 0.11, o31ai_4 0.66, mux2_2 0.44
-- Yosys cell counts --
library cell | number | share of area [%]
nand2_1 | 38 | 0.74
mux2_1 | 10 | 0.58
buf_6 | 9 | 0.53
nor3_4 | 10 | 0.84
o211ai_1 | 8 | 0.31
dfrtp_1 | 432 | 56
o21ai_0 | 48 | 1.2
o32ai_4 | 7 | 1.0
o21a_1 | 6 | 0.23
o211ai_2 | 4 | 0.26
a211oi_1 | 13 | 0.51
o21ai_2 | 5 | 0.23
nor2b_1 | 14 | 0.45
ha_1 | 147 | 9.5
conb_1 | 1 | 0.019
nor2_1 | 18 | 0.35
a211oi_2 | 5 | 0.32
a21oi_2 | 10 | 0.45
mux2_4 | 50 | 3.9
clkbuf_1 | 8 | 0.16
a211o_1 | 6 | 0.27
a21oi_1 | 25 | 0.65
mux2_2 | 276 | 16
a21boi_1 | 3 | 0.12
buf_1 | 3 | 0.058
or2_2 | 3 | 0.097
and2_1 | 3 | 0.097
and4_1 | 3 | 0.14
o31ai_4 | 6 | 0.66
nand2b_1 | 5 | 0.16
nand4_1 | 30 | 0.97
nand3_1 | 1 | 0.026
buf_4 | 2 | 0.078
inv_1 | 147 | 2.9
-- power groups by stage --
stage / logic [mW] / registers [mW] / clock network, mW
CTS: 8.90 / 7.94 / 4.70
finish: 8.74 / 7.89 / 4.56
global route: 9.65 / 8.13 / 4.88
-- cells by family (layout without fill, tap and decap cells) --
logic type / Yosys count / after routing / share of synthesized area [%]
AOI/OAI and AO/OA: 146 / 146 / 6.26
DFF: 432 / 432 / 56.0
other: 1 / 2 / 0.0194
adders and majority gates: 147 / 147 / 9.53
muxes: 336 / 336 / 20.6
buffers and inverters: 169 / 371 / 3.68
and+or+nand+nor: 125 / 125 / 3.88
-- how the worst max path moves through the flow --
stage / start / endpoint / slack (ns) / cells after the start
CTS: P3_C2_MIN[1]$_DFF_PN0_ / P4_C2_MIN[4]$_DFF_PN0_ / 1.43 / 7
finish: P3_C2_MIN[1]$_DFF_PN0_ / P4_C2_MIN[7]$_DFF_PN0_ / 1.43 / 7
global route: P3_C2_MIN[1]$_DFF_PN0_ / P4_C2_MIN[4]$_DFF_PN0_ / 1.35 / 7
-- layer usage --
| layer | up-vias | wire length (um) | part of all wire [%] |
|---|---|---|---|
| met5 | - | 13 | 0.036 |
| met4 | 2 | 1020 | 2.9 |
| met3 | 62 | 1440 | 4.0 |
| met2 | 184 | 16900 | 47 |
| met1 | 5185 | 16300 | 46 |
| li1 | 5103 | - | - |
-- layout by cell type (no fill, tap or decap), types with 6 or more instances in the layout --
cell type and count:
o21a_1 6, ha_1 147, o32ai_4 7, clkbuf_8 9, nand2_1 38, inv_1 147, clkinv_2 9, clkbuf_1 8
mux2_1 10, o211ai_1 8, nor3_4 10, nand4_1 30, a211oi_1 13, mux2_4 50, mux2_2 276, nor2b_1 14
o31ai_4 6, buf_4 8, a21oi_1 25, clkbuf_16 49, clkdlybuf4s50_1 128, a211o_1 6, nor2_1 18, dfrtp_1 432
a21oi_2 10, o21ai_0 48
No activity file was given, so power comes from the tool's default toggle rates.
